<file path="flow/config.mk">
export PLATFORM = sky130hd
export DESIGN_NAME = i2c_shift
export DESIGN_NICKNAME = i2c_shift
export VERILOG_FILES = /design/flow/design.v
export SDC_FILE = /design/flow/constraint.sdc
export NUM_CORES = 4
export LEC_CHECK = 1
export CORE_AREA = 10 10 107 107
export DIE_AREA = 0 0 117 117
</file>
<file path="flow/constraint.sdc">
current_design i2c_shift

set clk_period 2.9
set clk_io_pct 0.2

create_clock -name clk0 -period $clk_period [get_ports {clk}]

set non_clock_inputs [all_inputs -no_clocks]
set_input_delay [expr $clk_period * $clk_io_pct] -clock clk0 $non_clock_inputs
set_output_delay [expr $clk_period * $clk_io_pct] -clock clk0 [all_outputs]
</file>
<file path="flow/design.v">
module i2c_shift(
	input clk,						 
	input rst_n,					 
	input [5:0] cmd,				 
	output reg trans_done,		 
	input [7:0] data_tx,			 
	input go,						 
	inout i2c_sda,					 
	output reg i2c_sclk,			 
	output reg ack_o,				 
	output reg [7:0] data_rx	 
	);
	localparam scl_cnt=50_000_000/400_000; 
	reg i2c_sda_o;
	reg i2c_sda_oe;
	assign i2c_sda=i2c_sda_oe?(i2c_sda_o?1'bz:1'b0):1'bz; 
	reg[19:0] div_cnt;
	reg div_cnt_en;
	always@(posedge clk or negedge rst_n)
	begin
		if(!rst_n) 
			div_cnt<=20'd0;
		else if(div_cnt_en)
			if(div_cnt==scl_cnt)
				div_cnt<=20'd0;
			else
				div_cnt<=div_cnt+1'b1;
		else
			div_cnt<=20'd0;
	end
	wire sclk_plus;
	assign sclk_plus=div_cnt==scl_cnt;
	reg[3:0] state;
	localparam IDLE=4'd0,
				  GEN_STA=4'd1,
				  WR_DATA=4'd2,
				  RD_DATA=4'd3,
				  CHECK_ACK=4'd4,
				  GEN_ACK=4'd5,
				  GEN_STO=4'd6;
	reg [4:0] cnt;
	always@(posedge clk or negedge rst_n)
	begin
		if(!rst_n)
		begin
			data_rx<=0;
			i2c_sda_oe<=0;
			div_cnt_en<=0;
			i2c_sda_o<=0;
			trans_done<=0;
			ack_o<=0;
			state<=IDLE;
			cnt<=0;
		end
		else
		begin
			case(state)
			IDLE:
				begin
					trans_done<=1'b0;
					i2c_sda_oe<=1'h1;
					if(go)
					begin
						div_cnt_en<=1'b1;
						if(cmd==6'd0) 
							state<=GEN_STA;
						else if(cmd==6'd1) 
							state<=RD_DATA;
						else
							state<=IDLE;
					end
					else 
					begin
						div_cnt_en<=1'b0;
						state<=IDLE;
					end
				end
				GEN_STA: 
				begin
					if(sclk_plus)
					begin
						if(cnt==3)
							cnt<=0;
						else
							cnt<=cnt+1'b1;
						case(cnt)
						0: 
							begin
								i2c_sda_oe<=1'b1;
								i2c_sda_o<=1'b1;
							end
						1: 
							begin
								i2c_sclk<=1'b1; 
							end
						2:
							begin
								i2c_sclk<=1'b1; 
								i2c_sda_o<=1'b0;
							end
						3:
							begin
								i2c_sclk<=1'b0; 
							end
						endcase
						if(cnt==3)
						begin
							if(cmd==6'd0) 
								state<=WR_DATA;
							else if(cmd==6'd1) 
								state<=RD_DATA;
						end
					end
				end
			WR_DATA:
				begin
					if(sclk_plus)
					begin
						if(cnt==31)
							cnt<=0;
						else
							cnt<=cnt+1'b1;
						case(cnt)
							0,4,8,12,16,20,24,28:
								begin
								i2c_sda_o<=data_tx[7-cnt[4:2]]; 
									i2c_sda_oe=1'b1;
								end
							1,5,9,13,17,21,25,29:
								begin
									i2c_sclk<=1; 
								end
							2,6,10,14,18,22,26,30:
								begin
									i2c_sclk<=1; 
								end
							3,7,11,15,19,23,27,31:
								begin
									i2c_sclk<=0; 
								end
							default:
								begin
									i2c_sclk<=0;
									i2c_sda_o<=1;
								end
						endcase
						if(cnt==31) 
							state<=CHECK_ACK;
					end
				end
			RD_DATA:
				begin
					if(sclk_plus)
					begin
						if(cnt==31)
							cnt<=0;
						else
							cnt<=cnt+1'b1;
						case(cnt)
							0,4,8,12,16,20,24,28:
								begin
									i2c_sda_oe<=0;
									i2c_sclk<=0; 
								end
							1,5,9,13,17,21,25,29:
								begin
									i2c_sclk<=1; 
								end
							2,6,10,14,18,22,26,30:
								begin
									i2c_sclk<=1; 
									data_rx<={data_rx[6:0],i2c_sda};
								end
							3,7,11,15,19,23,27,31:
								begin
									i2c_sclk<=0; 
								end
							default:
								begin
									i2c_sclk<=1;
									i2c_sda_o<=1;
								end
						endcase
						if(cnt==31)
							state<=CHECK_ACK;
					end
				end
			CHECK_ACK: 
				begin
					if(sclk_plus)
					begin
						if(cnt==3)
							cnt<=0;
						else
							cnt<=cnt+1'b1;
						case(cnt)
							0:
								begin
									i2c_sda_oe<=0;
									i2c_sclk<=0;
								end
							1:
								begin
									i2c_sclk<=1;
								end
							2:
								begin
									i2c_sclk<=1;
									ack_o<=i2c_sda;
								end
							3:
								begin
									i2c_sclk<=0;
								end
							default:
								begin
									i2c_sclk<=0;
									i2c_sda_o<=1;
								end
						endcase
						if(cnt==3)
							if(cmd==6'd3)
								state<=GEN_STO;
							else 
							begin
								state<=IDLE;
								trans_done<=1'b1;
							end
					end
				end
			GEN_ACK: 
				begin
					if(sclk_plus)
					begin
						if(cnt==3)
							cnt<=0;
						else
							cnt<=cnt+1'b1;
						case(cnt)
							0:
								begin
									i2c_sda_oe<=1'b1;
									i2c_sclk=0;
									if(cmd==6'd5)
										i2c_sda_o<=1'b0;
									if(cmd==6'd6)
										i2c_sda_o<=1'b1;
								end
							1:
								begin
									i2c_sclk<=1;
								end
							2:
								begin
									i2c_sclk<=1;
								end
							3:
								begin
									i2c_sclk<=0;
								end
							default:
								begin
									i2c_sclk<=0;
									i2c_sda_o<=1;
								end
						endcase
						if(cnt==3)
							if(cmd==6'd3)
								state<=GEN_STO;
							else 
							begin
								state<=IDLE;
								trans_done<=1'b1;
							end
					end
				end
			GEN_STO:
			begin
				begin
					if(sclk_plus)
					begin
						if(cnt==3)
							cnt<=0;
						else
							cnt<=cnt+1'b1;
						case(cnt)
							0:
								begin
									i2c_sda_oe<=0;
									i2c_sclk<=0;
								end
							1:
								begin
									i2c_sda_oe<=1;
									i2c_sclk<=0;
								end
							2:
								begin
									i2c_sclk<=1;
								end
							3:
								begin
									i2c_sclk<=0;
								end
							default:
								begin
									i2c_sclk<=0;
									i2c_sda_o<=1;
								end
						endcase
					end
				end
			end
		endcase
		end
	end
endmodule 
</file>
<file path="flow/run.sh">
#!/bin/bash
# OpenROAD 26Q1-2900-gdf79404cd8, Yosys 0.63+post, stock flow scripts
make -C /OpenROAD-flow-scripts/flow DESIGN_CONFIG=/design/flow/config.mk WORK_HOME=/design/flow/orfs finish
</file>
==> flow.log <==
[report] implementation figures
INFO  metric cp_data_arrival_time = about 2400 ps
INFO  metric grt_util_all_layers = roughly 6.8%
INFO  metric post-synth-top-area-fraction = about two fifths
INFO  metric grt_start_max_net_pins = 34
INFO  metric floorplan_stage_core_utilization = between 20% and 30%
INFO  metric chipWidth = 117 µm
INFO  metric clock_slew_at_the_register_clock_pins_of_the_worst_setup_and_hold_paths = around 80 ps
INFO  metric ys.warnings.count = 3
INFO  metric worst_slew_pin_slew = about 620 ps
INFO  metric netlist_top_cells_count = dfrtp_1 (32), nor2_1 (19), inv_1 (12), nand2_1 (12)
INFO  metric fmaxAchievable = ~440 MHz
INFO  metric switching_share = a little over a fifth
INFO  metric timing.final.crit_share = about 78%
INFO  metric library_cell_with_the_highest_instance_count_after_synthesis = dfrtp_1
INFO  metric maxCapViolCount = 0
INFO  metric height_of_the_die = ~120 µm
INFO  metric drt.antenna.violating_nets = 0
INFO  metric internal_power = 0.678 mW
INFO  metric cts_buf_count = 5
INFO  metric portBuffers = 10
INFO  metric synth_unique_cells = approximately 46
INFO  metric finalMaxSlewViolations = 0
INFO  metric synth.yosys.seq_area_share = 42.6%
INFO  metric cts_post_setup_buffers_inserted = 0
INFO  metric core_area = between 9000 and 10000 µm²
INFO  metric crit_fanout = 6
INFO  metric rows = 35
INFO  metric root_buffer = clkbuf_8
INFO  metric drive_above_1_share = around 8.4%
INFO  metric totalWireLength = 4.48 mm
INFO  metric max-slew-margin-rel = 58.3%
INFO  metric timing.setup.tns = 0 ps
INFO  metric max-vdd-ir-drop = 193 µV
INFO  metric cp_data_required_time = about 3100 ps
INFO  metric clock_period_minus_worst_slack = about 2200 ps
INFO  metric critPathLaunchType = flop
INFO  metric power.clock.fraction = roughly 42%
INFO  metric cp-end-kind = flop
INFO  metric finalHoldViolations = 0
INFO  metric setup-violations-final = 0
INFO  metric synth-cells-yosys = about 210
INFO  metric cts_tree = built
INFO  metric overflow = 0
INFO  metric status = complete, no violations
INFO  metric dr_total_vias = 1559
INFO  metric place_ws = around 560 ps
INFO  metric share_comb_of_total_power = between 2 and 3%
INFO  metric syn_avg_cell_area = 9.45 µm²
INFO  metric drt-initial-drc-count = 106
INFO  metric detail_route.drc_violations = 0
INFO  metric ctsHtreeMaxLevel = 2
INFO  metric grt_antenna_before_repair = 0
INFO  metric max-clock-path-buffers = 2
INFO  metric cts_resized = 0
INFO  metric power.switching = 0.187 mW
INFO  metric drt-pass1-iter-count = 4
INFO  metric mapped_area = between 2000 and 2500 µm²
INFO  metric syn_inst_count = between 200 and 250
INFO  metric area_of_the_chip = approximately 14000 µm²
INFO  metric fin_worst_hold_slack = about 500 ps
INFO  metric first_global_vias = ~1600
INFO  metric setup_slack = 650 ps
INFO  metric power.density = approximately 380 nW/µm²
INFO  metric critPathKind = reg2reg
INFO  metric antenna_cells = 0
INFO  metric warnings = 37
INFO  metric fin_worst_skew = ~11 ps
INFO  metric worst_skew_pair.late_latency = ~290 ps
INFO  metric post-synth-top-area-cell = dfrtp_1
INFO  metric wl_per_cell = 13.3 µm
INFO  metric flow.area_growth_from_synthesis = 13.9%
INFO  metric enable_flop_cells = 1
INFO  metric yosysChipArea = a little over 2000 µm²
INFO  metric gp_routability_congestion = 0.834
INFO  metric io-pin-count = 29
INFO  metric detail_route.vias_per_cell = 4.63
INFO  metric top_cells_by_area = dfrtp_1 (40%), ha_1 (4.4%), buf_4 (3.7%)
INFO  metric flop_cell = dfrtp_1
INFO  metric async_reset_ff_share = 97.1%
INFO  metric first_pass_grt_wire_length = 7.69 mm
INFO  metric cts_sinks = 34
INFO  metric grt_setup_unrepaired = no
INFO  metric holdCritPathClass = reg2reg
INFO  metric share_seq_of_total_power = 55.0%
INFO  metric hpwl = ~3.2 mm
INFO  metric number_of_flip_flops_and_latches_in_the_synthesized_netlist = 34
INFO  metric cts.hold.buffers_added = 0
INFO  metric leakagePower = 0.903 nW
## layout by cell type (no fill, tap or decap), types with 2 or more instances in the layout
cell / n
nand4_1: 2
buf_4: 2
o21ai_1: 4
and4_1: 3
nand3_1: 10
and3_1: 6
clkbuf_8: 6
clkdlybuf4s50_1: 10
xor2_1: 6
mux2i_1: 2
nor4_1: 6
ha_1: 7
inv_1: 12
dfrtp_1: 32
xnor2_1: 5
a21oi_1: 10
nor4b_2: 2
nand2_1: 12
or3_1: 6
conb_1: 10
nor3_1: 5
nor4b_1: 3
o41ai_1: 3
or4_1: 7
nor2_1: 19
o21ai_0: 6
o31ai_1: 9
## metal layers
layer / GRT usage, % / up-vias / part of all wire (%)
met5: 0 / - / 0
met1: 9.46 / 744 / 48
met2: 10.5 / 27 / 45
li1: - / 786 / -
met4: 0.741 / 0 / 0.78
met3: 2.43 / 2 / 5.5
## power groups by stage
| stage | registers [mW] | clock network (mW) | logic (mW) |
|---|---|---|---|
| finish | 0.476 | 0.364 | 0.0254 |
| global route | 0.476 | 0.392 | 0.0300 |
| CTS | 0.476 | 0.376 | 0.0276 |
## cell type report
| cell class | count | area (µm²) |
|---|---|---|
| clock buffers | 7 | 86.3 |
| clock inverters | 1 | 5.00 |
| fillers | 986 | 6900 |
| inverters | 12 | 45.0 |
| multi-input cells | 160 | 1040 |
| flip-flops and latches | 34 | 857 |
| well taps | 111 | 139 |
| repair buffers | 12 | 115 |
## logic make-up (layout without fill, tap and decap cells)
group                      after synthesis  in the layout  synth area share [%]
and+or+nand+nor                         89             89                  26.2
adders and majority gates                7              7                  4.35
muxes                                    3              3                  1.55
xor gates and xnor gates                11             11                  4.79
DFF                                     34             34                  42.6
other                                    1             10                 0.186
AOI/OAI and AO/OA                       40             40                  13.2
buffers and inverters                   28             32                  7.21
## state kept, by name, summed over array words and instances (netlist names)
register / cells
i2c_sclk: 1
trans_done: 1
div_cnt: 20
state: 6
div_cnt_en: 1
cnt: 5
## through the flow
stage | std cells | total power, mW | util, % | instance area (µm²)
after floorplan | 222 | 0.497 | - | 2050
after global placement | 329 | 0.513 | 23.9 | 2200
after detailed placement | 329 | 0.513 | 23.9 | 2200
after CTS | 337 | 0.879 | 24.9 | 2290
after global routing | 337 | 0.898 | 24.9 | 2290
final | 337 | 0.866 | 24.9 | 2290
## final timing paths
kind / startpoint / end / slack, ps / depth (start not counted)
hold / removal: state[0]$_DFF_PN1_ / state[0]$_DFF_PN1_ / 500 / 2
hold reg to reg: state[0]$_DFF_PN1_ / state[0]$_DFF_PN1_ / 500 / 2
setup / recovery: cnt[0]$_DFFE_PN0P_ / cnt[3]$_DFFE_PN0P_ / 650 / 7
min in group asynchronous: rst_n / div_cnt[14]$_DFF_PN0_ / 840 / 2
setup reg to reg: cnt[0]$_DFFE_PN0P_ / cnt[3]$_DFFE_PN0P_ / 650 / 7
max in group asynchronous: rst_n / state[0]$_DFF_PN1_ / 1720 / 2
## critical path: stages (launching register included)
cell	delay, ps
dfrtp_1	420
ha_1	290
and3_1	190
ha_1	160
nor4b_1	520
a211oi_1	110
o41ai_1	290
o31ai_1	130
Power is estimated from default activity; no workload was simulated.
